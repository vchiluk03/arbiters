## /design/flow/config.mk

```make
export PLATFORM = sky130hd
export DESIGN_NAME = arbiter_wghtd_rrobin
export DESIGN_NICKNAME = arbiter_wghtd_rrobin
export VERILOG_FILES = /design/flow/design.v
export SDC_FILE = /design/flow/constraint.sdc
export NUM_CORES = 4
export LEC_CHECK = 1
export CORE_AREA = 10 10 86 86
export DIE_AREA = 0 0 96 96
export SYNTH_HDL_FRONTEND = slang
```

## /design/flow/constraint.sdc

```tcl
current_design arbiter_wghtd_rrobin

set clk_period 3.4
set clk_io_pct 0.2

create_clock -name clk0 -period $clk_period [get_ports {clk}]

set non_clock_inputs [all_inputs -no_clocks]
set_input_delay [expr $clk_period * $clk_io_pct] -clock clk0 $non_clock_inputs
set_output_delay [expr $clk_period * $clk_io_pct] -clock clk0 [all_outputs]
```

## /design/flow/design.v

```verilog
module arbiter_fx_priority #(
   parameter N = 4                  
)
(
   input  logic [N-1:0] i_req   ,   
   output logic [N-1:0] o_grant     
);
assign o_grant[0] = i_req[0] ;
genvar i ;
generate
   for (i=1; i<N; i=i+1) begin : gen_grant_1_to_N_minus_1
       assign o_grant[i] = i_req[i] & ~(|o_grant[i-1:0]) ;  
   end
endgenerate
endmodule
module arbiter_wghtd_rrobin (
   input  logic       clk     ,   
   input  logic       aresetn ,   
   input  logic [3:0] i_req   ,   
   output logic [3:0] o_grant     
);
localparam [2:0] WGHT [4] = '{3'h0, 3'h4, 3'h1, 3'h2} ;   
logic [2:0] cnt_rg [4] ;   
logic [3:0] masked_req, masked_grant ;   
logic [3:0] priority_sel_grant       ;   
logic [3:0] mask_rg                  ;   
always_ff @(posedge clk or negedge aresetn) begin 
   if (!aresetn) begin
      mask_rg  <= 4'hF ;   
      cnt_rg   <= '{default: 3'd0};
   end 
   else begin        
      if (o_grant[0]) begin
         cnt_rg[0] <= (cnt_rg[0] == WGHT[0])? 3'd0 : (cnt_rg[0] + 3'd1) ;
         mask_rg   <= (cnt_rg[0] == WGHT[0])? 4'b1110 : 4'b1111 ;   
         cnt_rg[1] <= 3'd0 ;
         cnt_rg[2] <= 3'd0 ;
         cnt_rg[3] <= 3'd0 ;            
      end
      else if (o_grant[1]) begin
         cnt_rg[1] <= (cnt_rg[1] == WGHT[1])? 3'd0 : (cnt_rg[1] + 3'd1) ;
         mask_rg   <= (cnt_rg[1] == WGHT[1])? 4'b1100 : 4'b1110 ;   
         cnt_rg[0] <= 3'd0 ;
         cnt_rg[2] <= 3'd0 ;
         cnt_rg[3] <= 3'd0 ;            
      end
      else if (o_grant[2]) begin
         cnt_rg[2] <= (cnt_rg[2] == WGHT[2])? 3'd0 : (cnt_rg[2] + 3'd1) ;
         mask_rg   <= (cnt_rg[2] == WGHT[2])? 4'b1000 : 4'b1100 ;   
         cnt_rg[0] <= 3'd0 ;
         cnt_rg[1] <= 3'd0 ;
         cnt_rg[3] <= 3'd0 ;           
      end
      else if (o_grant[3]) begin
         cnt_rg[3] <= (cnt_rg[3] == WGHT[3])? 3'd0 : (cnt_rg[3] + 3'd1) ;
         mask_rg   <= (cnt_rg[3] == WGHT[3])? 4'b1111 : 4'b1000 ;   
         cnt_rg[0] <= 3'd0 ;
         cnt_rg[1] <= 3'd0 ;
         cnt_rg[2] <= 3'd0 ;          
      end
   end     
end
assign masked_req = i_req & mask_rg ;
arbiter_fx_priority #(
   .N (4)
) inst_masked_grant (
   .i_req   (masked_req) , 
   .o_grant (masked_grant)
);
arbiter_fx_priority #(
   .N (4)
) inst_priority_sel_grant (
   .i_req   (i_req) , 
   .o_grant (priority_sel_grant)
);
assign o_grant = (|masked_req)? masked_grant : priority_sel_grant ;
endmodule
```

## /design/flow/run.sh

```bash
#!/bin/bash
# OpenROAD 26Q1-2900-gdf79404cd8, Yosys 0.63+post, stock flow scripts
make -C /OpenROAD-flow-scripts/flow DESIGN_CONFIG=/design/flow/config.mk WORK_HOME=/design/flow/orfs finish
```

==> results.rst <==
Run summary
-----------

.. list-table::
   :header-rows: 1

   * - Metric
     - Value
   * - Run status
     - complete, no violations
   * - Number of levels in the clock H-tree
     - 1
   * - Share of power burned in the clock network
     - 30.4%
   * - Reported net switching power
     - 158 uW
   * - Maximum number of pins on one net before global-route repair
     - 16
   * - Clk Tree Root Cell
     - sky130_fd_sc_hd__clkbuf_8
   * - Post-route clock period utilization
     - 90.5%
   * - Number of slew-limit violations in the final report
     - 0
   * - Die Y
     - 96 um
   * - Global-route congestion overflow total
     - 0
   * - Chip area from the yosys synthesis statistics
     - 930 um^2
   * - Resized cells post-CTS
     - 0
   * - Share of power burned in registers
     - 44.7%
   * - Worst-Margin Slew
     - 0.716 ns
   * - Largest fanout on the critical path
     - 7
   * - Arrival time of the worst setup path
     - 2.40 ns
   * - Cell area power density
     - 443 mW/mm^2
   * - Compound Share, Synth
     - 27.9%
   * - Number of synthesized flops with an enable pin
     - 0
   * - Area used by multi-input combinational logic
     - 482 um^2
   * - Total power
     - 508 uW
   * - CP bufs+invs
     - 3
   * - Global-route wire length before repair
     - 3.37 mm
   * - Internal power
     - 349 uW
   * - Logic pwr share
     - 24.9%
   * - Distinct lib cells
     - 41
   * - Number of global-route vias before repair
     - 714
   * - FILL cells
     - 602
   * - Static leakage
     - 0.462 nW
   * - Cells along the critical path
     - clkdlybuf4s50_1 -> a211oi_1 -> o211ai_2 -> inv_2 -> clkdlybuf4s50_1
   * - RSZ-0062 raised after global routing
     - false
   * - Final design utilization
     - 20.7%
   * - Final ANT Viol Nets
     - 0
   * - Vias after detailed routing
     - 732
   * - Minimum period implied by the final worst setup slack
     - 3.08 ns
   * - Late-Pin Clk Latency
     - 0.26 ns
   * - Min-Delay Path Class
     - flop to flop
   * - Cell type of the slowest stage on the worst timing path
     - sky130_fd_sc_hd__clkdlybuf4s50_1
   * - Dominant synthesized flop cell
     - sky130_fd_sc_hd__dfrtp_1
   * - Switching portion of total power
     - 31.2%
   * - Number of rows in the core area
     - 27
   * - Longest Clk Path Bufs
     - 2
   * - Setup skew after layout
     - 0.00820 ns
   * - WS Path Type
     - input port to output port
   * - Largest incremental delay on the critical path
     - 0.53 ns
   * - Fraction of final layout cells with drive strength greater than 1
     - 19.3%
   * - Most common library cell in the layout ignoring fill and taps
     - sky130_fd_sc_hd__dfrtp_1
   * - Worst slack after detailed placement
     - 0.339 ns
   * - Hold violation total from the final report
     - 0
   * - Cell Count Post-Placement
     - 177
   * - Gate count after technology mapping
     - 97
   * - Clock tree from TritonCTS
     - done
   * - Antenna violations before repair
     - 0
   * - PortBufs
     - 9
   * - Post-Synthesis Cell Area
     - 930 um^2
   * - Highest clock frequency the design can meet
     - 325 MHz
   * - Count of unresolved DRC violations after routing
     - 0
   * - Total Neg Setup Slack
     - 0 ns
   * - Final setup vio count
     - 0
   * - Ys async rst share
     - 100%
   * - Aggregate global-route resource usage
     - 4.49%
   * - Clock buffers created by TritonCTS
     - 3
   * - Layout Area Growth over Synthesis
     - 23.3%
   * - Portion of netlist area occupied by mux cells
     - 1.08%
   * - Fraction of the mapped netlist area in adder cells
     - 5.38%
   * - Mean Syn Cell Area
     - 9.58 um^2
   * - Synth Seq Share
     - 40.8%
   * - Average routed wire per standard cell
     - 11.1 um
   * - Non-filler instance count after layout
     - 181
   * - Worst slew slack as a fraction of its limit
     - 52.1%
   * - Number of iterations in the first detailed-routing pass
     - 2
   * - Tool warnings
     - 27
   * - Max IR drop VDD
     - 98.0 uV
   * - Quantity of hold-fixing buffers added after cts
     - 0
   * - Xor/xnor cell area share of the yosys netlist
     - 0.942%
   * - Number of buffers inserted by post-CTS setup repair
     - 0
   * - Smallest setup slack after layout
     - 0.323 ns
   * - Diodes inserted
     - 0
   * - I/O pin count
     - 10
   * - Top Layout Cells
     - sky130_fd_sc_hd__dfrtp_1, sky130_fd_sc_hd__inv_1, sky130_fd_sc_hd__clkdlybuf4s50_1
   * - Chip width
     - 96 um
   * - Simple-Gate Fraction of Synth Area
     - 16.6%
   * - Yosys warnings
     - 0
   * - Final weighted congestion of routability-driven global placement
     - 0.798
   * - Core outline area
     - 0.00554 mm^2
   * - Total of flip-flops plus latches after synthesis
     - 15
   * - CP Launch Type
     - input port
   * - Die Footprint
     - 0.00922 mm^2
   * - Count of clock tree sinks
     - 15
   * - Number of vias per cell after detailed routing
     - 4.04
   * - Initial DRC Count
     - 69
   * - Clock-pin transition on the worst setup and hold timing paths
     - 0.06 ns
   * - Number of cells in the yosys synthesis report
     - 97
   * - Fp util
     - 16.8%
   * - Max cap viols
     - 0
   * - Top cell family by delay on the critical path
     - buffers and inverters
   * - Kind of end point of the critical path
     - output port
   * - Sequential cell area
     - 379 um^2
   * - Half-perimeter wire length of the detailed placement result
     - 1.48 mm
   * - Critical Path RT
     - 2.72 ns
   * - Most frequent CP cell
     - sky130_fd_sc_hd__clkdlybuf4s50_1
   * - DRT Wirelength
     - 2.00 mm
   * - Dominant comb cell
     - AND-OR/OR-AND gates
## synthesized netlist by cell type (all sizes together) (2+ instances only)
master	n	share of area, %
o22ai	2	1.3
o21ai	10	6.6
dfrtp	12	32
nor3	3	1.6
nor2	6	2.4
nand2b	2	1.3
buf	3	3.0
nand2	7	2.8
a22o	3	2.8
a21boi	3	2.8
a31oi	2	1.3
inv	11	4.4
a21oi	5	2.7
nand4	2	1.3
dfstp	3	8.5
ha	4	5.4
## worst register-to-register path: cells and delay by family (launching register included)
kind                   cells  cell delay, ns
DFF                        1            0.59
and+or+nand+nor            1            0.06
buffers and inverters      1            0.18
AOI/OAI and AO/OA          3            0.54
## final cells by class
cell class              count  area share (%)
clock buffers               3            3.60
clock inverters             1           0.655
inverters                  11            3.60
flip-flops and latches     15            33.1
repair buffers             11            9.17
multi-input cells          68            42.0
well taps                  72            7.86
## registers in the layout, summed over array words and instances, names as in the netlist
name and flops:
cnt_rg 12, mask_rg 3
## kinds of logic (layout without fill, tap and decap cells)
kind of cell,count (synthesis),count (layout)
AND-OR/OR-AND,34,34
flip-flops,15,15
adder cells (fa/ha/maj),4,4
XOR/XNOR,1,1
multiplexers,1,1
buffers and inverters,14,26
AND/OR/NAND/NOR,28,28
## metrics by stage
stage / hold slack (ns) / cell area, um^2
5_1_grt: 0.549 / 1150
3_3_place_gp: 0.506 / 1100
6_report: 0.521 / 1150
3_5_place_dp: 0.513 / 1100
4_1_cts: 0.520 / 1150
2_1_floorplan: 0.384 / 930
## path summary, 6_finish.rpt
check	slack, ns	startpoint	endpoint	cells after the start
max	0.32	i_req[2]	o_grant[1]	5
min reg2reg	0.52	cnt_rg[1]$_DFFE_PN0P_	cnt_rg[1]$_DFFE_PN0P_	1
max in group asynchronous	2.09	aresetn	cnt_rg[1]$_DFFE_PN0P_	1
max reg2reg	1.92	mask_rg[1]$_DFFE_PN1P_	cnt_rg[5]$_DFFE_PN0P_	5
min in group asynchronous	0.85	aresetn	cnt_rg[5]$_DFFE_PN0P_	1
min	0.52	cnt_rg[1]$_DFFE_PN0P_	cnt_rg[1]$_DFFE_PN0P_	1
## power groups by stage
stage	Combinational (mW)	Sequential (mW)	Clock, mW
6_report	0.126	0.227	0.155
4_1_cts	0.129	0.226	0.159
5_1_grt	0.143	0.229	0.168
## routing by layer
| metal | GRT usage (%) | up-vias | share of wire, % |
|---|---|---|---|
| met5 | 0 | - | 0 |
| met4 | 0.860 | 0 | 0.85 |
| met3 | 1.02 | 2 | 2.9 |
| met2 | 6.73 | 7 | 45 |
| met1 | 6.51 | 344 | 51 |
| li1 | - | 379 | - |
Power figures rest on the tool's default switching activity, not on a simulated workload.
