## /design/flow/config.mk

```make
export PLATFORM = sky130hd
export DESIGN_NAME = arbiter_intlv_wghtd_rrobin
export DESIGN_NICKNAME = arbiter_intlv_wghtd_rrobin
export VERILOG_FILES = /design/flow/design.v
export SDC_FILE = /design/flow/constraint.sdc
export NUM_CORES = 4
export LEC_CHECK = 1
export CORE_AREA = 10 10 97 97
export DIE_AREA = 0 0 107 107
export SYNTH_HDL_FRONTEND = slang
```

## /design/flow/constraint.sdc

```tcl
current_design arbiter_intlv_wghtd_rrobin

set clk_period 4.3
set clk_io_pct 0.2

create_clock -name clk0 -period $clk_period [get_ports {clk}]

set non_clock_inputs [all_inputs -no_clocks]
set_input_delay [expr $clk_period * $clk_io_pct] -clock clk0 $non_clock_inputs
set_output_delay [expr $clk_period * $clk_io_pct] -clock clk0 [all_outputs]
```

## /design/flow/design.v

```verilog
module arbiter_fx_priority #(
   parameter N = 4                  
)
(
   input  logic [N-1:0] i_req   ,   
   output logic [N-1:0] o_grant     
);
assign o_grant[0] = i_req[0] ;
genvar i ;
generate
   for (i=1; i<N; i=i+1) begin : gen_grant_1_to_N_minus_1
       assign o_grant[i] = i_req[i] & ~(|o_grant[i-1:0]) ;  
   end
endgenerate
endmodule
module arbiter_intlv_wghtd_rrobin (
   input  logic       clk     ,   
   input  logic       aresetn ,   
   input  logic [3:0] i_req   ,   
   output logic [3:0] o_grant     
);
localparam [2:0] WGHT [4] = '{3'h0, 3'h4, 3'h1, 3'h2} ;   
logic [2:0] cnt_rg [4] ;   
logic [3:0] masked_req, masked_grant ;   
logic [3:0] pend_req, pend_grant     ;   
logic [3:0] priority_sel_grant       ;   
logic [3:0] mask_rg                  ;   
logic [3:0] flag_rg                  ;   
always_ff @(posedge clk or negedge aresetn) begin 
   if (!aresetn) begin
      mask_rg  <= 4'hF ;   
      cnt_rg   <= '{default: 3'd0};
      flag_rg  <= 4'h0 ;
   end 
   else begin        
      if (o_grant[0]) begin
         cnt_rg[0]  <= (cnt_rg[0] == WGHT[0])? 3'd0 : (cnt_rg[0] + 3'd1) ;
         flag_rg[0] <= (cnt_rg[0] == WGHT[0])? 1'b1 : 1'b0 ;   
         mask_rg    <= 4'b1110 ;   
         if (~|masked_req && ~|pend_req) begin
            cnt_rg[1]  <= 3'd0 ;
            flag_rg[1] <= 1'b0 ;
            cnt_rg[2]  <= 3'd0 ;
            flag_rg[2] <= 1'b0 ;
            cnt_rg[3]  <= 3'd0 ;
            flag_rg[3] <= 1'b0 ; 
         end           
      end
      else if (o_grant[1]) begin
         cnt_rg[1]  <= (cnt_rg[1] == WGHT[1])? 3'd0 : (cnt_rg[1] + 3'd1) ;
         flag_rg[1] <= (cnt_rg[1] == WGHT[1])? 1'b1 : 1'b0 ;   
         mask_rg    <= 4'b1100 ;   
         if (~|masked_req && ~|pend_req) begin
            cnt_rg[0]  <= 3'd0 ;
            flag_rg[0] <= 1'b0 ;
            cnt_rg[2]  <= 3'd0 ;
            flag_rg[2] <= 1'b0 ;
            cnt_rg[3]  <= 3'd0 ;
            flag_rg[3] <= 1'b0 ; 
         end            
      end
      else if (o_grant[2]) begin
         cnt_rg[2]  <= (cnt_rg[2] == WGHT[2])? 3'd0 : (cnt_rg[2] + 3'd1) ;
         flag_rg[2] <= (cnt_rg[2] == WGHT[2])? 1'b1 : 1'b0 ;   
         mask_rg    <= 4'b1000 ;   
         if (~|masked_req && ~|pend_req) begin
            cnt_rg[0]  <= 3'd0 ;
            flag_rg[0] <= 1'b0 ;
            cnt_rg[1]  <= 3'd0 ;
            flag_rg[1] <= 1'b0 ;
            cnt_rg[3]  <= 3'd0 ;
            flag_rg[3] <= 1'b0 ; 
         end           
      end
      else if (o_grant[3]) begin
         cnt_rg[3]  <= (cnt_rg[3] == WGHT[3])? 3'd0 : (cnt_rg[3] + 3'd1) ;
         flag_rg[3] <= (cnt_rg[3] == WGHT[3])? 1'b1 : 1'b0 ;   
         mask_rg    <= 4'b1111 ;   
         if (~|masked_req && ~|pend_req) begin
            cnt_rg[0]  <= 3'd0 ;
            flag_rg[0] <= 1'b0 ;
            cnt_rg[1]  <= 3'd0 ;
            flag_rg[1] <= 1'b0 ;
            cnt_rg[2]  <= 3'd0 ;
            flag_rg[2] <= 1'b0 ; 
         end          
      end
   end     
end
assign masked_req = i_req & mask_rg & ~flag_rg ;
assign pend_req = i_req & ~flag_rg ;
arbiter_fx_priority #(
   .N (4)
) inst_masked_grant (
   .i_req   (masked_req) , 
   .o_grant (masked_grant)
);
arbiter_fx_priority #(
   .N (4)
) inst_pend_grant (
   .i_req   (pend_req) , 
   .o_grant (pend_grant)
);
arbiter_fx_priority #(
   .N (4)
) inst_priority_sel_grant (
   .i_req   (i_req) , 
   .o_grant (priority_sel_grant)
);
assign o_grant = (|masked_req)? masked_grant : ((|pend_req)? pend_grant : priority_sel_grant) ;
endmodule
```

## /design/flow/run.sh

```bash
#!/bin/bash
# OpenROAD 26Q1-2900-gdf79404cd8, Yosys 0.63+post, stock flow scripts
make -C /OpenROAD-flow-scripts/flow DESIGN_CONFIG=/design/flow/config.mk WORK_HOME=/design/flow/orfs finish
```

==> results.ini <==
[status]
status = complete, no violations

[logic_synthesis]
ys.flop_type = sky130_fd_sc_hd__dfrtp_1
enable_flop_cells = 0
synth_area_mm2 = 0.001147
yosys-stat-area_mm2 = 0.001147
ys_types = 42
ys_warn_count = 0
synthesis.instances = 119
netlist_top_cells_count = 16 x sky130_fd_sc_hd__dfrtp_1, 11 x sky130_fd_sc_hd__inv_1, 9 x sky130_fd_sc_hd__nand2_1, 7 x sky130_fd_sc_hd__nor2_1
yosys_cells = 119
synth_async_sr_flop_share_pct = 100.0
ys_ff = 19
postSynthSeqShare_pct = 41.77
leading_cell_types_by_total_area_after_synthesis = sky130_fd_sc_hd__dfrtp_1 35%, sky130_fd_sc_hd__dfstp_2 6.9%, sky130_fd_sc_hd__ha_1 4.4%
netlist.top_cell.by_instances = sky130_fd_sc_hd__dfrtp_1
netlist.area_leader.share_pct = 34.90
syn_area_per_cell_um2 = 9.642
synth_top_cell_by_area = sky130_fd_sc_hd__dfrtp_1

[sta]
finalSetupViolations = 0
aggregate_negative_setup_slack_ns = 0
slew-limit-headroom_pct = 67.15
layout_min_cycle_time_ns = 3.758
timing.final.max_slew_violations = 0
post-route-period-util_pct = 87.39
finalClockSkew_ns = 0.001849
hold_viol_final = 0
unrepaired_setup_endpoints_after_global_routing = false
fmax_mhz = 266.1
finalWorstSetupSlack_ns = 0.5421
worst_slew_pin_tran_ns = 0.4917

[clock_tree]
cts_max_level = 1
clkSinkCount = 19
hold_bufs_inserted_after_cts = 0
cts.repair.resized = 0
clk_latency_ns = 0.25
cts_tree = yes
cts.path.max_buffers = 2
cts_setup_buffers = 0
clock_pin_slew_of_the_registers_on_the_worst_case_setup_and_hold_paths_ns = 0.07
clockRootBuffer = sky130_fd_sc_hd__clkbuf_8
cts_buffers = 3

[critical_path]
timing.critical_path.from = i_req[0]
critPathBufInv = 3
start_kind = input pin
rrSetupSlack_ns = 2.26
worstPathRequired_ns = 3.44
timing.critical_path.max_delay_family = buffers and inverters
critPathMostFrequentCell = sky130_fd_sc_hd__clkdlybuf4s50_1
r2r.worst_path.cells = 7
critical_path_class = input pin to primary output
timing.rr.end = flag_rg[2]$_DFFE_PN0P_
crit_arrival_ns = 2.90
critical_path.endpoint_type = primary output
r2r-start = flag_rg[2]$_DFFE_PN0P_
critical_path_cell_sequence = clkdlybuf4s50_1 -> and3b_1 -> a21oi_1 -> nand4_2 -> inv_2 -> clkdlybuf4s50_1
timing.critical_path.fanout_max = 8
crit_path_top_delay_cell = sky130_fd_sc_hd__clkdlybuf4s50_1
critical-path-max-stage-delay_ns = 0.52

[cells_and_area]
fin_util_pct = 19.39
syn2layout_area_growth_pct = 23.23
layout_cells_sized_above_1_pct = 15.04

[floorplanning]
die_w_um = 107
coreArea_mm2 = 0.007292
die-area_mm2 = 0.01145
floorplan.core_util_pct = 15.73
fp-row-count = 31
io_pins = 10
chipHeight_um = 107

[routing]
dr.pass1.iters = 4
initialDrtViolationCount = 35
drt-wirelength-per-cell_um = 10.40
antenna_violating_nets_remaining = 0
via_count = 932
drc = 0
wirelength_mm = 2.412
antennaDiodeCount = 0
viasPerCell = 4.017

[global_route]
initial_antenna_violation_count = 0
grt_max_degree = 20
global_route.overflow_total = 0
grtUsageTotal_pct = 4.367
grt_pass1_vias = 867
first_pass_grt_wire_length_mm = 4.167

[worst_hold_path]
worst_hold_path_type = flop to flop
timing.hold.worst_endpoint = flag_rg[1]$_DFFE_PN0P_
hold_path_startpoint = flag_rg[1]$_DFFE_PN0P_
min_delay_path_depth = 1

[power]
peakVddDrop_uv = 125.7
powerDensity_mw_per_mm2 = 622.2
power.static_leakage_nw = 0.5627

[flow_run]
max-cap-violations = 0
warning_count = 27

[placement]
dp_slack_ns = 0.5234
port-buffer-count = 9
place_congestion = 0.8720
place_hpwl_mm = 1.894

[area by class of cell]
type / count / area, um2
inverter: 14 / 55.05
fill: 824 / 5878
timing repair buffer: 10 / 97.59
tap: 99 / 123.9
multi-input combinational: 86 / 613.1
clock buffer: 4 / 45.04
sequential: 19 / 479.2
[how the worst max path moves through the flow]
stage	slack (ns)	depth (start not counted)	end
global route	0.36	6	o_grant[3]
finish	0.54	6	o_grant[3]
CTS	0.52	6	o_grant[3]
[cell usage in the layout (no fill, tap or decap), types with 3 or more instances in the layout]
cell                              count
sky130_fd_sc_hd__nand3_1              3
sky130_fd_sc_hd__nand2_1              9
sky130_fd_sc_hd__a31oi_1              4
sky130_fd_sc_hd__and2b_1              3
sky130_fd_sc_hd__dfrtp_1             16
sky130_fd_sc_hd__nor3_1               5
sky130_fd_sc_hd__ha_1                 4
sky130_fd_sc_hd__inv_1               11
sky130_fd_sc_hd__a21oi_1              4
sky130_fd_sc_hd__o21ai_0              5
sky130_fd_sc_hd__clkbuf_8             3
sky130_fd_sc_hd__nor2b_1              3
sky130_fd_sc_hd__o31ai_1              4
sky130_fd_sc_hd__dfstp_2              3
sky130_fd_sc_hd__o21ai_1              5
sky130_fd_sc_hd__clkdlybuf4s50_1      9
sky130_fd_sc_hd__nor2_1               7
[metrics by stage]
step / hold WS, ns / total power, mW / std cells / area, um2
6_report: 0.5028 / 0.8797 / 232 / 1414
5_1_grt: 0.5427 / 0.9692 / 232 / 1414
4_1_cts: 0.5106 / 0.8906 / 232 / 1414
3_5_place_dp: 0.4947 / 0.7660 / 228 / 1369
3_3_place_gp: 0.4916 / 0.7645 / 228 / 1369
2_1_floorplan: 0.4588 / 0.6393 / 119 / 1147
[flip-flops by register name, summed over array words and instances, names as in the netlist]
register  flops
cnt_rg       12
flag_rg       4
mask_rg       3
[logic make-up (layout without fill, tap and decap cells)]
logic type	Yosys count	in the layout	share of synthesized area, %
adders and majority gates	4	4	4.362
buffers and inverters	14	28	4.799
AOI/OAI and AO/OA	36	36	24.21
muxes	1	1	0.8724
and+or+nand+nor	45	45	23.99
DFF	19	19	41.77
[routing by layer]
| metal | global-route usage [%] | share of wire, % |
|---|---|---|
| met2 | 6.365 | 43 |
| met4 | 0.7737 | 0.87 |
| met1 | 6.092 | 48 |
| met3 | 1.637 | 7.6 |
| met5 | 0 | 0 |
[power by group]
part / total [mW] / internal (mW) / switching, mW
sequential: 0.336 / 0.264 / 0.0726
combinational: 0.424 / 0.189 / 0.234
clock: 0.120 / 0.0657 / 0.0542
Power figures rest on the tool's default switching activity, not on a simulated workload.
