==> constraint.sdc <==
current_design arbiter_defct_rrobin

set clk_period 6.3
set clk_io_pct 0.2

create_clock -name clk0 -period $clk_period [get_ports {clk}]

set non_clock_inputs [all_inputs -no_clocks]
set_input_delay [expr $clk_period * $clk_io_pct] -clock clk0 $non_clock_inputs
set_output_delay [expr $clk_period * $clk_io_pct] -clock clk0 [all_outputs]
==> run.sh <==
#!/bin/bash
# OpenROAD 26Q1-2900-gdf79404cd8, Yosys 0.63+post, stock flow scripts
make -C /OpenROAD-flow-scripts/flow DESIGN_CONFIG=/design/flow/config.mk WORK_HOME=/design/flow/orfs finish
==> design.v <==
module arbiter_defct_rrobin (
   input  logic       clk     ,   
   input  logic       aresetn ,   
   input  logic [3:0] i_req   ,   
   output logic [3:0] o_grant     
);
localparam [15:0] QUANTA [4] = {16'd600, 16'd600, 16'd600, 16'd300};
localparam [15:0] PKT_SZ [4] = {16'd300, 16'd600, 16'd900, 16'd300};
localparam [15:0] D_MAX  [4] = {16'd600, 16'd600, 16'd1200, 16'd300};   
logic [15:0] quanta          [4];   
logic [15:0] pkt_sz          [4];   
logic [15:0] dcnt            [4];   
logic [15:0] dcnt_max        [4];   
logic [16:0] dcnt_plus_q     [4];   
logic [15:0] dcnt_plus_q_cap [4];   
logic  [3:0] is_dc_lt_p;            
logic        pr_grant_any;   
logic        no_grant;       
logic  [3:0] masked_grant;   
logic  [3:0] pr_grant;       
logic  [3:0] valid_req;          
logic  [3:0] masked_valid_req;   
logic  [3:0] mask_ff;            
genvar i;
generate
for (i=0; i<4; i++) begin : GEN_VREQ
   assign valid_req[i] = i_req[i] && ((dcnt[i] < pkt_sz[i])? ((mask_ff[i] == 1'b0)? (dcnt_plus_q_cap[i] >= pkt_sz[i]) : 1'b0) : 1'b1);
end
endgenerate
generate
for (i=0; i<4; i++) begin : GEN_PKT_INFO
   assign quanta      [i]    = QUANTA[i];
   assign pkt_sz      [i]    = PKT_SZ[i];
   assign dcnt_max    [i]    = D_MAX[i]; 
   assign dcnt_plus_q [i]    = {1'b0, dcnt[i]} + {1'b0, quanta[i]};
   assign dcnt_plus_q_cap[i] = (dcnt_plus_q[i] > {1'b0, dcnt_max [i]})? dcnt_max[i] : dcnt_plus_q[i][15:0];
end
endgenerate
always_ff @(posedge clk or negedge aresetn) begin 
   if (!aresetn) begin
      dcnt <= '{default: '0};
   end 
   else begin 
     for (int j=0; j<4; j++) begin
        if (i_req[j]) begin
           if (o_grant[j]) begin
              if (is_dc_lt_p[j]) dcnt[j] <= dcnt_plus_q_cap[j] - pkt_sz[j];   
              else               dcnt[j] <= dcnt[j] - pkt_sz[j];        
           end else if ((pr_grant_any || no_grant) && is_dc_lt_p[j])  begin   
              dcnt[j] <= dcnt_plus_q_cap[j];     
           end
        end
      end
   end 
end 
generate
for (i=0; i<4; i++) begin : GEN_PKT_CHKR
   assign is_dc_lt_p[i] = (dcnt[i] < pkt_sz[i]);
end
endgenerate
always_ff @(posedge clk or negedge aresetn) begin 
   if (!aresetn) begin
      mask_ff <= '0;   
   end 
   else begin 
      if (o_grant[0]) begin
         if (is_dc_lt_p[0]) mask_ff <= ((dcnt_plus_q_cap[0] - pkt_sz[0]) < pkt_sz[0])? 4'b1110 : 4'b1111;
         else               mask_ff <= ((dcnt[0] - pkt_sz[0]) < pkt_sz[0])?            4'b1110 : 4'b1111;  
      end
      else if (o_grant[1]) begin
         if (is_dc_lt_p[1]) mask_ff <= ((dcnt_plus_q_cap[1] - pkt_sz[1]) < pkt_sz[1])? 4'b1100 : 4'b1110;
         else               mask_ff <= ((dcnt[1] - pkt_sz[1]) < pkt_sz[1])?            4'b1100 : 4'b1110;    
      end
      else if (o_grant[2]) begin
         if (is_dc_lt_p[2]) mask_ff <= ((dcnt_plus_q_cap[2] - pkt_sz[2]) < pkt_sz[2])? 4'b1000 : 4'b1100;
         else               mask_ff <= ((dcnt[2] - pkt_sz[2]) < pkt_sz[2])?            4'b1000 : 4'b1100;    
      end
      else if (o_grant[3]) begin
         if (is_dc_lt_p[3]) mask_ff <= ((dcnt_plus_q_cap[3] - pkt_sz[3]) < pkt_sz[3])? 4'b0000 : 4'b1000;
         else               mask_ff <= ((dcnt[3] - pkt_sz[3]) < pkt_sz[3])?            4'b0000 : 4'b1000;    
      end
   end 
end
arbiter_fx_priority #(
   .N (4)
) inst_masked_grant (
   .i_req   (masked_valid_req) , 
   .o_grant (masked_grant)
);
arbiter_fx_priority #(
   .N (4)
) inst_priority_sel_grant (
   .i_req   (valid_req) , 
   .o_grant (pr_grant)
);
assign masked_valid_req =  valid_req & mask_ff;
assign pr_grant_any     =  (|valid_req) & ~(|masked_valid_req);
assign no_grant         = ~(|valid_req);
assign o_grant          =  (|masked_valid_req)? masked_grant : pr_grant ;
endmodule
module arbiter_fx_priority #(
   parameter N = 4                  
)
(
   input  logic [N-1:0] i_req   ,   
   output logic [N-1:0] o_grant     
);
assign o_grant[0] = i_req[0] ;
genvar i ;
generate
   for (i=1; i<N; i=i+1) begin : gen_grant_1_to_N_minus_1
       assign o_grant[i] = i_req[i] & ~(|o_grant[i-1:0]) ;  
   end
endgenerate
endmodule
==> config.mk <==
export PLATFORM = sky130hd
export DESIGN_NAME = arbiter_defct_rrobin
export DESIGN_NICKNAME = arbiter_defct_rrobin
export VERILOG_FILES = /design/flow/design.v
export SDC_FILE = /design/flow/constraint.sdc
export NUM_CORES = 4
export LEC_CHECK = 1
export CORE_UTILIZATION = 50
export SYNTH_HDL_FRONTEND = slang
==> impl_table.tex <==
% Synthesis and place-and-route results
\begin{tabular}{lr}
\hline
Metric & Value \\
\hline
\multicolumn{2}{l}{\textbf{Clock network}} \\
Post-cts hold-fix buffer tally & 0 \\
Number of buffers added by the clock tree synthesis step & 9 \\
Master cell of the clock root buffer & clkbuf\_16 \\
Clock transition at the registers of the reported paths & 50 ps \\
Worst-Skew Late Latency & 340 ps \\
CTS sink cnt & 68 \\
Number of H-tree branching levels & 3 \\
Buffer depth of the longest clock path & 2 \\
Clock tree from TritonCTS & done \\
\multicolumn{2}{l}{\textbf{Drt}} \\
Number of antenna repair diodes & 0 \\
Tally of nets with antenna violations remaining after routing & 0 \\
Drt first pass iters & 5 \\
DRC viols & 0 \\
Post-detailed-route wirelength per cell & 17.9 um \\
Final WL & 19200 um \\
Number of DRC violations after detailed-routing iteration 0 & 605 \\
Number of vias per cell after detailed routing & 6.52 \\
Via Count & 7032 \\
\multicolumn{2}{l}{\textbf{Logic synthesis}} \\
Count of library flops with an enable pin & 0 \\
Top area contributor share & 0.248 \\
Average cell area after synthesis & 7.42 sq um \\
Post-synthesis instance area & 6850 sq um \\
Dominant Register Cell & dfrtp\_1 \\
Leading cell types by total area after synthesis & dfrtp\_1, o21ai\_0, nand2\_1, a21oi\_1, nor2\_1 \\
Sequential-to-total area share from yosys stat & 0.248 \\
FFs w/ async S/R, synth & 1.00 \\
Yosys warning count & 0 \\
Number of distinct standard cells referenced by the synthesized netlist & 77 \\
Cell type with the largest total area & dfrtp\_1 \\
Post-synthesis sequential element count & 68 \\
Yosys synthesis chip area & 6850 sq um \\
Number of instances in the synthesized netlist & 923 \\
Cells in synth\_stat.txt & 923 \\
\multicolumn{2}{l}{\textbf{Final layout}} \\
Number of standard cells in the layout, taps in and fillers out & 1078 \\
Final cell area excluding filler cells & 7360 sq um \\
Share of cells above drive strength 1 & 0.0721 \\
Area delta synth->final & 7.51\% \\
Number of fillers in the final layout & 1164 \\
\multicolumn{2}{l}{\textbf{Placement}} \\
Detailed placer's ending HPWL & 13800 um \\
Tally of buffers added on design ports & 9 \\
Post-Place Cell Area & 7040 sq um \\
GPL Wtd Cong & 0.973 \\
Placed insts & 1062 \\
\multicolumn{2}{l}{\textbf{Run status}} \\
Status & completed \\
\multicolumn{2}{l}{\textbf{Setup path}} \\
CP required & 5040 ps \\
Type of origin of the critical path & flip-flop \\
Kind of end point of the critical path & output pin \\
Maximum net fanout on the critical path & 7 \\
Delay of the slowest critical-path stage & 480 ps \\
Critical Path Slowest Stage Cell & a2111o\_1 \\
Worst Setup Path Type & reg2out \\
Cells along the critical path & inv\_1 > ha\_1 > nor2b\_1 > or4\_1 > o211ai\_1 > a41o\_1 > and4\_1 > nand2\_1 > ha\_1 > nand3\_1 > nor2\_1 > a2111o\_1 > a221oi\_2 > o41ai\_4 > inv\_1 > clkdlybuf4s50\_1 \\
Data arrival time of the critical path & 4660 ps \\
\multicolumn{2}{l}{\textbf{Power and ir drop}} \\
Leakage power & 2.92 nW \\
Proportion of power drawn by the clock network & 0.124 \\
Pwr/cell area & 572 nW/um\^{}2 \\
Internal Dissipation & 1.99 mW \\
Net switching power of the design & 2.23 mW \\
Reg power frac & 0.251 \\
Final total power & 4.21 mW \\
Switch share & 0.528 \\
VDD IR max & 0.000248 V \\
Comb power frac & 0.625 \\
\multicolumn{2}{l}{\textbf{Global routing}} \\
Overflow after GRT & 0 \\
Pin count of the biggest net entering global routing & 50 \\
Global-route wire length before repair & 32300 um \\
Via count of the first global-routing pass & 6402 \\
Initial antenna violation count & 0 \\
GR Util All Layers & 0.287 \\
\multicolumn{2}{l}{\textbf{Floorplan}} \\
Placeable Area & 13300 sq um \\
Io pins & 10 \\
Starting Density & 0.515 \\
Chip area & 14200 sq um \\
FP Rows & 42 \\
Horizontal die dimension & 119 um \\
Die Y-Extent & 119 um \\
\multicolumn{2}{l}{\textbf{STA}} \\
Highest clock rate & 169 MHz \\
Final Cycle Share & 0.940 \\
Number of max-slew violations in the final report & 0 \\
Worst hold slack across all endpoints & 480 ps \\
Unrepaired setup endpoints after global routing & false \\
Final critical-path required period & 5920 ps \\
Total count of hold-check failures in the final report & 0 \\
Sum Neg Setup Slack & 0 ps \\
Worst-Margin Slew & 891 ps \\
Worst Clk Skew & 5.97 ps \\
Max transition margin & 0.402 \\
Final setup fails & 0 \\
\multicolumn{2}{l}{\textbf{Job}} \\
Tool Warnings & 39 \\
\# Max-Cap Violations & 0 \\
\multicolumn{2}{l}{\textbf{Min path}} \\
Class of the tightest hold or removal check & reg2reg \\
\hline
\end{tabular}
==> routing by layer <==
metal  track usage  up-vias  wire [um]
li1              -     3378          -
met1         0.457     3375       9360
met2         0.414      246       8360
met3        0.0450       33       1150
met4        0.0688        0        378
met5             0        -          0
==> timing repair <==
item / 4_1_cts / 5_1_grt
buffers inserted: 0 / 0
setup endpoints to repair: 0 / 2
gates resized: 0 / 5
==> critical path, delay by kind of cell (launching register included) <==
kind	cells	cell delay (ps)
simple gates	6	1180
compound gates	5	1370
fa+ha+maj	2	560
flops	1	450
buf+inv	3	780
==> power groups by stage <==
| stage | logic [mW] | clock network [mW] | registers [mW] |
|---|---|---|---|
| CTS | 2.58 | 0.539 | 1.04 |
| global route | 2.93 | 0.555 | 1.10 |
| finish | 2.63 | 0.524 | 1.06 |
==> area by class of cell <==
cell class / count / area (sq um) / share of cell area
Clock buffer: 11 / 243 / 0.0330
Clock inverter: 5 / 61.3 / 0.00832
Inverter: 45 / 169 / 0.0229
Multi-Input combinational cell: 750 / 4780 / 0.648
Sequential cell: 68 / 1700 / 0.231
Tap cell: 176 / 220 / 0.0299
Timing Repair Buffer: 23 / 193 / 0.0262
==> cells in the mapped netlist, types with 9 or more instances <==
cell type and count:
o21a_1 9, mux2i_1 16, o22ai_1 11, xnor2_1 24
or2_2 9, a21oi_1 63, dfrtp_1 68, xor2_1 17
clkbuf_1 50, a211oi_1 9, inv_1 44, nand4_1 11
nor3_1 29, and2_1 15, o21ai_0 81, o211ai_1 16
or3_1 12, a31oi_1 19, nand2_1 89, nor2_1 80
nand3_1 32, ha_1 23, nor2b_1 18, o31ai_1 12
nor4_1 14
==> cells in the final DEF (no fill, tap or decap), types with 5 or more instances in the layout <==
cell type        Yosys  routed
a211o_1              5       5
a211oi_1             9       9
a21o_1               7       7
a21oi_1             63      63
a31oi_1             19      19
a32o_1               6       6
and2_1              15      15
and3_1               7       7
buf_4                0      15
clkbuf_16            0       9
clkdlybuf4s50_1      0       8
dfrtp_1             68      67
ha_1                23      23
inv_1               44      44
mux2_2               5       5
mux2i_1             16      16
nand2_1             89      89
nand2b_1             6       6
nand3_1             32      32
nand4_1             11      11
nor2_1              80      80
nor2b_1             18      17
nor3_1              29      29
nor4_1              14      14
nor4b_1              5       5
o2111ai_1            7       7
o211ai_1            16      16
o21a_1               9       9
o21ai_0             81      81
o22ai_1             11      11
o31ai_1             12      12
or2_2                9       9
or3_1               12      12
or4_1                7       7
xnor2_1             24      24
xor2_1              17      17
==> kinds of logic (layout without fill, tap and decap cells) <==
kind of cell | after synthesis | after routing | synth area share
buffers and inverters | 105 | 84 | 0.0595
XOR/XNOR | 41 | 41 | 0.0524
AND-OR/OR-AND | 310 | 310 | 0.304
AND/OR/NAND/NOR | 355 | 355 | 0.262
multiplexers | 21 | 21 | 0.0316
adder cells (fa/ha/maj) | 23 | 23 | 0.0420
flip-flops | 68 | 68 | 0.248
==> worst paths after layout <==
| path | slack (ps) | cells after the start | to | start |
|---|---|---|---|---|
| max in group asynchronous | 4570 | 2 | dcnt[57] | aresetn |
| min in group asynchronous | 790 | 1 | dcnt[36] | aresetn |
| worst min-delay path | 480 | 1 | dcnt[16] | dcnt[16] |
| worst min register to register | 480 | 1 | dcnt[16] | dcnt[16] |
| worst max register to register | 1640 | 17 | dcnt[28] | dcnt[19] |
| worst max-delay path | 380 | 16 | o_grant[2] | dcnt[19] |
==> flip-flops by register name, summed over array words and instances, names as in the netlist <==
name / flops
mask_ff: 4
dcnt: 64
==> through the flow <==
step	setup slack [ps]	utilization
global route	13.8	0.554
finish	379	0.554
floorplan	728	-
global placement	535	0.529
detailed placement	438	0.529
CTS	47.1	0.552
Power figures rest on the tool's default switching activity, not on a simulated workload.
